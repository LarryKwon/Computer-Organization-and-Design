File: design/flow/config.mk
export PLATFORM = sky130hd
export DESIGN_NAME = MicroCode
export DESIGN_NICKNAME = MicroCode
export VERILOG_FILES = /design/flow/design.v
export SDC_FILE = /design/flow/constraint.sdc
export NUM_CORES = 4
export LEC_CHECK = 1
export CORE_AREA = 10 10 85 85
export DIE_AREA = 0 0 95 95
export SYNTH_MEMORY_MAX_BITS = 65536
File: design/flow/design.v
module MicroCode #(
	parameter IWIDTH = 24,  
	parameter NDEPTH = 256,  
	parameter AWIDTH = 8  
) (	
    input wire RSTn,
    input wire[4:0] inst,
    input wire[2:0] stage,
    output wire [IWIDTH-1:0] control_signal  
);
    reg [IWIDTH -1:0] MC [NDEPTH-1:0];
    reg [AWIDTH-1:0] index;
    always@(*) begin
        index = {inst[4:0],stage[2:0]};    
    end
	assign control_signal = MC[index];
    initial begin
        MC[8'b00000000] <= 24'b110011000000111110000111; 
        MC[8'b00000001] <= 24'b000000000000111110000111; 
        MC[8'b00000010] <= 24'b000000011000111110000111; 
        MC[8'b00000100] <= 24'b001000000000111110000111; 
        MC[8'b00001000] <= 24'b110011000000111110000111; 
        MC[8'b00001001] <= 24'b000000000000111110000111; 
        MC[8'b00001010] <= 24'b000000011000111110001111; 
        MC[8'b00001100] <= 24'b001000000000111110001111; 
        MC[8'b00010000] <= 24'b110011000000111110000111; 
        MC[8'b00010001] <= 24'b000000000000111110000111; 
        MC[8'b00010010] <= 24'b000000011000111111000111; 
        MC[8'b00010100] <= 24'b001000000000111111000111; 
        MC[8'b00011000] <= 24'b110011000000111110000111; 
        MC[8'b00011001] <= 24'b000000000000111110000111; 
        MC[8'b00011010] <= 24'b000000010000111111000111; 
        MC[8'b00011100] <= 24'b001000000000111111000111; 
        MC[8'b00100000] <= 24'b110011000000111110000111; 
        MC[8'b00100001] <= 24'b000000000000111110000111; 
        MC[8'b00100010] <= 24'b000000011000111110100111; 
        MC[8'b00100100] <= 24'b001000000000111110100111; 
        MC[8'b00101000] <= 24'b110011000000111110000111; 
        MC[8'b00101001] <= 24'b000000000000111110000111; 
        MC[8'b00101010] <= 24'b000000011000111110011111; 
        MC[8'b00101100] <= 24'b001000000000111110011111; 
        MC[8'b00110000] <= 24'b110011000000111110000111; 
        MC[8'b00110001] <= 24'b000000000000111110000111; 
        MC[8'b00110010] <= 24'b000000011000111110010111; 
        MC[8'b00110100] <= 24'b001000000000111110010111; 
        MC[8'b00111000] <= 24'b110011000000111110000111; 
        MC[8'b00111001] <= 24'b000000000000111110000111; 
        MC[8'b00111010] <= 24'b000000011000111110101111; 
        MC[8'b00111100] <= 24'b001000000000111110101111; 
        MC[8'b01000000] <= 24'b110011000000111110000111; 
        MC[8'b01000001] <= 24'b000000000000111110000111; 
        MC[8'b01000010] <= 24'b000000011000111110110111; 
        MC[8'b01000100] <= 24'b001000000000111110110111; 
        MC[8'b01001000] <= 24'b110011000000111110000111; 
        MC[8'b01001001] <= 24'b000000000000111110000111; 
        MC[8'b01001010] <= 24'b000000011000111110111111; 
        MC[8'b01001100] <= 24'b001000000000111110111111; 
        MC[8'b01010000] <= 24'b110011000000111110000010; 
        MC[8'b01010001] <= 24'b000000100000111110000010; 
        MC[8'b01010010] <= 24'b000000111000111110000010; 
        MC[8'b01010100] <= 24'b001000100000111110000010; 
        MC[8'b01100000] <= 24'b110011000000111110000010; 
        MC[8'b01100001] <= 24'b000000100000111110000010; 
        MC[8'b01100010] <= 24'b000000111000111111000010; 
        MC[8'b01100100] <= 24'b001000100000111111000010; 
        MC[8'b01101000] <= 24'b110011000000111110000010; 
        MC[8'b01101001] <= 24'b000000100000111110000010; 
        MC[8'b01101010] <= 24'b000000110000111111000010; 
        MC[8'b01101100] <= 24'b001000100000111111000010; 
        MC[8'b01110000] <= 24'b110011000000111110000010; 
        MC[8'b01110001] <= 24'b000000100000111110000010; 
        MC[8'b01110010] <= 24'b000000111000111110100010; 
        MC[8'b01110100] <= 24'b001000100000111110100010; 
        MC[8'b01111000] <= 24'b110011000000111110000010; 
        MC[8'b01111001] <= 24'b000000100000111110000010; 
        MC[8'b01111010] <= 24'b000000111000111110011010; 
        MC[8'b01111100] <= 24'b001000100000111110011010; 
        MC[8'b10000000] <= 24'b110011000000111110000010; 
        MC[8'b10000001] <= 24'b000000100000111110000010; 
        MC[8'b10000010] <= 24'b000000111000111110010010; 
        MC[8'b10000100] <= 24'b001000100000111110010010; 
        MC[8'b10001000] <= 24'b110011000000111110000101; 
        MC[8'b10001001] <= 24'b000000100000111110000101; 
        MC[8'b10001010] <= 24'b000000111000111110101101; 
        MC[8'b10001100] <= 24'b001000100000111110101101; 
        MC[8'b10010000] <= 24'b110011000000111110000101; 
        MC[8'b10010001] <= 24'b000000100000111110000101; 
        MC[8'b10010010] <= 24'b000000111000111110110101; 
        MC[8'b10010100] <= 24'b001000100000111110110101; 
        MC[8'b10011000] <= 24'b110011000000111110000101; 
        MC[8'b10011001] <= 24'b000000100000111110000101; 
        MC[8'b10011010] <= 24'b000000111000111110111101; 
        MC[8'b10011100] <= 24'b001000100000111110111101; 
        MC[8'b10100000] <= 24'b110011000000111110000010; 
        MC[8'b10100001] <= 24'b000000100001111110000010; 
        MC[8'b10100010] <= 24'b000000111001111110000010; 
        MC[8'b10100011] <= 24'b000000100001111110000010; 
        MC[8'b10100100] <= 24'b001000100001111110000010; 
        MC[8'b10101000] <= 24'b110011000000111110000100; 
        MC[8'b10101001] <= 24'b000000100000111110000100; 
        MC[8'b10101010] <= 24'b000000111000111110000100; 
        MC[8'b10101011] <= 24'b000000100000011110000100; 
        MC[8'b10110000] <= 24'b010000100110111110000010; 
        MC[8'b10110001] <= 24'b000000100110111110000010; 
        MC[8'b10110010] <= 24'b100000110110111110000010; 
        MC[8'b10110100] <= 24'b001101000110111110000010; 
        MC[8'b10111000] <= 24'b010010100000111110000001; 
        MC[8'b10111000] <= 24'b010010100000111110000001; 
        MC[8'b10111010] <= 24'b100010110100111110000001; 
        MC[8'b10111100] <= 24'b001101000110111110000001; 
        MC[8'b11000000] <= 24'b110011000000111110000011; 
        MC[8'b11000001] <= 24'b000100111000111110000011; 
        MC[8'b11000010] <= 24'b000000001100111110000011; 
        MC[8'b11001000] <= 24'b110011000000111110000011; 
        MC[8'b11001001] <= 24'b000100111000111110000011; 
        MC[8'b11001010] <= 24'b000000000100111110000011; 
        MC[8'b11010000] <= 24'b110011000000111110000000; 
        MC[8'b11010100] <= 24'b001011000011111110000000; 
        MC[8'b11011000] <= 24'b110011000000111110000000; 
        MC[8'b10011010] <= 24'b000010110000111110000000; 
        MC[8'b10011100] <= 24'b001010100000111110000000; 
        MC[8'b11100000] <= 24'b010011000000111110000000;
    end
endmodule
File: design/flow/run.sh
#!/bin/bash
# OpenROAD 26Q1-2900-gdf79404cd8, Yosys 0.63+post, stock flow scripts
make -C /OpenROAD-flow-scripts/flow DESIGN_CONFIG=/design/flow/config.mk WORK_HOME=/design/flow/orfs finish
File: design/flow/constraint.sdc
current_design MicroCode

set clk_period 2.7
set clk_io_pct 0.2

create_clock -name clk0 -period $clk_period

set non_clock_inputs [all_inputs -no_clocks]
set_input_delay [expr $clk_period * $clk_io_pct] -clock clk0 $non_clock_inputs
set_output_delay [expr $clk_period * $clk_io_pct] -clock clk0 [all_outputs]
==> summary.rpt <==
==== FLOW RESULTS ====
----------------------------------------------------
[GRT]
  Total Routing Usage GR ........................ 6.26%
  Via count of the first global-routing pass ........................ 1002
  Grt total ovfl ........................ 0
  Wire length of the first global-routing pass ........................ 4770 um
  Initial antenna violation count ........................ 0
  Maximum number of pins on one net before global-route repair ........................ 14

[Drt]
  Number of DRC markers after the initial detailed-route iteration ........................ 58
  Residual DRC count ........................ 0
  Antenna-violating nets left ........................ 0
  Post-detailed-route via-to-cell ratio ........................ 4.24
  Average wire length per cell after detail routing ........................ 12.3 um
  Number of diodes ........................ 0
  Count of TritonRoute iterations in the first routing pass ........................ 4
  Total vias in the final route ........................ 1039
  Detailed-route wire length ........................ 3020 um

[Layout]
  FF/Latch Area ........................ 0 um^2
  Area of the multi-input gates ........................ 667 um^2
  Fraction of layout instances using a drive strength above 1 ........................ 35.3%
  Final sequential cell count ........................ 0
  Non-filler instance count after layout ........................ 245
  Number of clock buffers in the layout ........................ 0
  P&R area growth vs syn ........................ 97.3%
  Fill cell total of the finished layout ........................ 612
  Finished layout cell area ........................ 1400 um^2
  Final standard cell utilization of the core ........................ 25.5%

[Critical path]
  Highest fanout seen on the critical path ........................ 9
  Req. time, crit path ........................ 2160 ps
  Endpoint type of the worst setup path ........................ output port
  Total buffers and inverters traversed by the critical path ........................ 3
  Slowest stage cell, crit path ........................ sky130_fd_sc_hd__clkdlybuf4s50_1
  Crit path DAT ........................ 2070 ps
  Worst path top cell family by delay ........................ buffers and inverters
  Category of the most critical setup path ........................ in2out
  CP cell instances ........................ dlygate4sd2_1 > buf_4 > nand2b_1 > o32a_1 > nor2_1 > clkdlybuf4s50_1
  Startpoint Class ........................ input pin
  Critical Path Max Stage Delay ........................ 470 ps

[Placed design]
  Final HPWL DP ........................ 2490 um
  Number of buffers inserted by port buffering ........................ 28
  Placed instance area ........................ 1300 um^2
  Routability-driven placement congestion ratio ........................ 0.866
  Placed cells ........................ 243

[Yosys]
  Syn avg cell area ........................ 6.09 um^2
  Seq/Total Area, Yosys ........................ 0%
  Post-synthesis chip area from yosys ........................ 707 um^2
  Top cells by area ........................ sky130_fd_sc_hd__a21oi_1 (9.2%), sky130_fd_sc_hd__buf_4 (8.5%), sky130_fd_sc_hd__nor2_1 (5.3%)
  List of most frequent post-synthesis cells ........................ sky130_fd_sc_hd__a21oi_1 (13), sky130_fd_sc_hd__nor2_1 (10), sky130_fd_sc_hd__nand2_1 (9), sky130_fd_sc_hd__buf_4 (8)
  Synthesized instance count ........................ 116
  Cell type contributing the most total cell area after synthesis ........................ sky130_fd_sc_hd__a21oi_1
  Most common cell in the netlist ........................ sky130_fd_sc_hd__a21oi_1
  Top-area cell type share of the netlist area ........................ 9.20%
  Distinct lib cells ........................ 43
  Post-synthesis instance area ........................ 707 um^2
  # Cells Yosys ........................ 116
  Warnings, synthesis ........................ 1

[STA]
  Final Hold Fails ........................ 0
  Number of setup violations in the final report ........................ 0
  Unrepaired setup endpoints after global routing ........................ true
  Final Max Tran Viols ........................ 0
  Crit path time final ........................ 2610 ps
  Final hold slack ........................ 1670 ps
  Post-layout period usage ........................ 96.7%
  Peak clock frequency supported by timing ........................ 383 MHz

[Clock tree]
  Count of hold-fix buffers inserted at cts ........................ 0

[Worst hold path]
  Path category of the worst min-delay check ........................ in2out

[Floorplan]
  Die outline area ........................ 9030 um^2
  Number of primary I/O pins ........................ 33
  Floorplan utilization ........................ 12.9%
  Std-Cell Rows ........................ 27
  Horizontal extent of the die ........................ 95 um
  Core region area ........................ 5470 um^2
  Die span in y ........................ 95 um

[Power and ir drop]
  Lkg Pwr ........................ 0.600 nW
  Power, Total ........................ 0.203 mW
  Maximum VDD drop ........................ 0.0743 mV
  Power per unit of standard cell area ........................ 145 nW/um^2

[Run status]
  Outcome ........................ completed

[Flow run]
  Tally of OpenROAD warnings ........................ 34
  # Max-Cap Violations ........................ 0

----------------------------------------------------
[metrics by stage]
stage,worst slack [ps],TNS (ps)
floorplan,826,0
global placement,-386,-3690
detailed placement,-337,-3470
CTS,15.4,0
global route,-6.44,-7.04
finish,89.8,0
[cell families after synthesis]
group,after synthesis,synth area share (%)
other,1,0.530
XOR/XNOR,3,3.72
AND-OR/OR-AND,42,39.6
AND/OR/NAND/NOR,50,40.0
buffers and inverters,20,16.1
[area by class of cell]
cell class,instances,area share [%]
multi-input cells,99,47.8
repair buffers,70,44.7
inverters,4,1.08
well taps,72,6.46
[cell usage in the layout, fill, tap and decap left out, drive strengths merged, types with 4 or more instances in the layout]
cell type | netlist | layout
dlygate4sd2 | 0 | 4
o21ai | 9 | 9
inv | 4 | 4
nand2b | 4 | 4
nor2 | 10 | 10
buf | 15 | 42
a21oi | 13 | 13
nand3 | 4 | 4
nand2 | 9 | 9
a221oi | 4 | 4
clkdlybuf4s50 | 0 | 18
conb | 1 | 4
[tightest hold or removal path, stage by stage]
cell and delay [ps]:
sky130_fd_sc_hd__clkbuf_2 140, sky130_fd_sc_hd__buf_4 160, sky130_fd_sc_hd__a21o_1 90, sky130_fd_sc_hd__a31oi_1 70
sky130_fd_sc_hd__dlymetal6s2s_1 120
[routing by layer]
layer,up-vias,global-route usage (%),part of all wire (%)
li1,532,-,-
met1,480,8.10,48
met2,25,11.2,48
met3,2,1.04,4.0
met4,0,0.249,0.43
met5,-,0,0
[final timing paths]
path / start / end / slack [ps] / cells after the start
setup / recovery: inst[4] / control_signal[4] / 90 / 6
hold / removal: inst[3] / control_signal[23] / 1670 / 5
[power by group]
group | internal [mW] | total (mW) | switching (mW)
registers | 0 | 0 | 0
clock network | 0 | 0 | 0
logic | 0.116 | 0.203 | 0.0869
[what timing repair did]
action	4_1_cts	5_1_grt
endpoints found under the setup margin	19	12
pin swaps	2	5
gates resized	22	16
cloned	1	0
setup buffers	1	0
No activity file was given, so power comes from the tool's default toggle rates.
