==> design/flow/design.v <==
module REG_FILE #(
	parameter DWIDTH = 32,
	parameter MDEPTH = 32,
	parameter AWIDTH = 5
)  (
	input wire CLK,
	input wire WE,
	input wire RSTn,
	input wire [AWIDTH-1:0] RA1, RA2, WA,
	input wire [DWIDTH-1:0] WD,
	output wire [DWIDTH-1:0] RD1, RD2
);
	reg [DWIDTH-1:0] RF [MDEPTH-1:0];
	assign RD1 = RF[RA1];
	assign RD2 = RF[RA2];
	always @(posedge CLK)
	begin
		if(WE && (WA != {AWIDTH{1'b0}}))
		begin
        		RF[WA] <= WD;
    		end
		else if (~RSTn)
    		begin
			RF[0] <= 32'b0;
			RF[2] <= 32'hF00;
			RF[3] <= 32'h100;
			RF[1] <= 32'b0;
			RF[4] <= 32'b0;
			RF[5] <= 32'b0;
			RF[6] <= 32'b0;
			RF[7] <= 32'b0;
			RF[8] <= 32'b0;
			RF[9] <= 32'b0;
			RF[10] <= 32'b0;
			RF[11] <= 32'b0;
			RF[12] <= 32'b0;
			RF[13] <= 32'b0;
			RF[14] <= 32'b0;
			RF[15] <= 32'b0;
			RF[16] <= 32'b0;
			RF[17] <= 32'b0;
			RF[18] <= 32'b0;
			RF[19] <= 32'b0;
			RF[20] <= 32'b0;
			RF[21] <= 32'b0;
			RF[22] <= 32'b0;
			RF[23] <= 32'b0;
			RF[24] <= 32'b0;
			RF[25] <= 32'b0;
			RF[26] <= 32'b0;
			RF[27] <= 32'b0;
			RF[28] <= 32'b0;
			RF[29] <= 32'b0;
			RF[30] <= 32'b0;
			RF[31] <= 32'b0;
		end
		else
		begin
			RF[WA] <= RF [WA]; 
		end
	end
endmodule
==> design/flow/run.sh <==
#!/bin/bash
# OpenROAD 26Q1-2900-gdf79404cd8, Yosys 0.63+post, stock flow scripts
make -C /OpenROAD-flow-scripts/flow DESIGN_CONFIG=/design/flow/config.mk WORK_HOME=/design/flow/orfs finish
==> design/flow/config.mk <==
export PLATFORM = sky130hd
export DESIGN_NAME = REG_FILE
export DESIGN_NICKNAME = REG_FILE
export VERILOG_FILES = /design/flow/design.v
export SDC_FILE = /design/flow/constraint.sdc
export NUM_CORES = 4
export LEC_CHECK = 1
export CORE_UTILIZATION = 50
==> design/flow/constraint.sdc <==
current_design REG_FILE

set clk_period 71.2
set clk_io_pct 0.2

create_clock -name clk0 -period $clk_period [get_ports {CLK}]

set non_clock_inputs [all_inputs -no_clocks]
set_input_delay [expr $clk_period * $clk_io_pct] -clock clk0 $non_clock_inputs
set_output_delay [expr $clk_period * $clk_io_pct] -clock clk0 [all_outputs]
==> ci_impl_report.md <==
### Flow metrics

| Metric | Value |
|---|---|
| Grt total ovfl | 0 |
| Cell Chain, Critical Path | clkdlybuf4s50_1, nor2b_4, buf_4, buf_4, buf_4, a22oi_1, a31oi_1, nand3_1, clkdlybuf4s50_1 |
| Fin. Hold Viols | 0 |
| Slowest CP cell | buf_4 |
| Register area share after synthesis | about 39% |
| First-pass GRT wire length | just over 300000 um |
| Max VDD drop | between 0.00002 and 0.000025 V |
| Clock Tree Buf Depth | 3 |
| Distinct lib cells used | 31 |
| Max transition margin | 33.2% |
| Fin area | roughly 60000 um^2 |
| I/O Pins | approximately 110 |
| Min-Delay Path Class | reg -> reg |
| Fin crit share | between 40 and 50% |
| Antenna violation net count after detailed routing | 0 |
| Mapped Area | ~53000 um^2 |
| Largest register FFs | between 1000 and 1500 |
| Final HPWL DP | around 110000 um |
| Top-area cell share | slightly below 40% |
| Fraction of layout cells with a size suffix above 1 | around 6.5% |
| Result of the run | completed |
| First-pass DRT Iterations | 8 |
| CP Capture Type | output pin |
| Initial antenna violation count | 5 |
| Post-synth area hogs | dfxtp_1 39%, mux2i_1 19%, nand2_1 16% |
| Yosys cell count | 6843 |
| Final setup violation count | 0 |
| Die Ht | approximately 330 um |
| Tool warnings | 32 |
| CP Launch Type | primary input |
| Clk slew on worst S/H paths | approximately 0.06 ns |
| Power Dens Cells | 23.7 nW/um^2 |
| Initial Util | 50.7% |
| MaxCap Viol Count | 0 |
| Reg with most FFs | RF |
| RSZ-0062 raised after global routing | false |
| Largest net degree at the start of global routing | 157 |
| Worst Tran Pin Value | 0.994 ns |
| CTS resizes | 0 |
| Dpl cell area | about 54000 um^2 |
| P&R area growth vs syn | 10.5% |
| Critical Path RT | about 57 ns |
| Port Buf Inserts | approximately 110 |
| Width of the die | about 330 um |
| Leading area contributor after synthesis | dfxtp_1 |
| Die area | roughly 110000 um^2 |
| Slew Viols, Final | 0 |
| H-tree depth | 3 |
| Avg Vias per Cell | between 6 and 7 |
| Routed WL | between 200000 and 250000 um |
| Setup skew after layout | 0 ns |
| CTS sink count | around 1000 |
| Layout fillers | between 9000 and 10000 |
| CP Class | in -> out |
| Top Registers | RF: 1024 flops |
| CP arrival | roughly 19 ns |
| Cts-stage hold buffer count | 0 |
| Cts bufs inserted | around 110 |
| Clock latency on the worst-skew pair | around 0.70 ns |
| Vias in the first global route | between 40000 and 50000 |
| Fmax | about 30 MHz |
| Mapped Cells | around 6800 |
| Mean area per synthesized cell | about 7.7 um^2 |
| Yosys synthesis chip area | around 53000 um^2 |
| DR iter-0 viols | about 5000 |
| Tmin final | 33.02 ns |
| DR vias | 50095 |
| DRC errors left | 0 |
| Core Box Area | 104000 um^2 |
| Registers, synthesis | around 1000 |
| Post-CTS setup buffer count | 0 |
| CP max stage delay | roughly 0.69 ns |
| Rows | about 120 |
| Wire length per cell | 26.0 um |
| Setup TNS Final | 0 ns |
| LEAKAGE | 22.0 nW |
| CTS tree | yes |
| Gr usage total | between 30% and 40% |
| Crit-path most repeated cell | buf_4 |
| CTS root buffer | clkbuf_16 |
| Ys Warns | 1 |
| Gpl congestion | approximately 0.94 |
| CP max FO | 42 |
==> placed cells by master, fill, tap and decap left out, types with 2 or more instances in the layout <==
master              n
a21oi_1          1179
a22o_1            128
a22oi_1           192
a31oi_1            64
and2_1             33
and2_4              2
and3_1              3
and3b_1             3
buf_12              7
buf_4             162
buf_8               2
bufinv_16          15
clkbuf_1           18
clkbuf_16         117
clkbuf_8           29
clkdlybuf4s50_1   111
clkinv_2           26
clkinvlp_4          3
dfxtp_1          1024
diode_2             3
inv_6               2
mux2i_1          1024
nand2_1          2194
nand2_2            19
nand2b_2            4
nand3_1           199
nand3b_1            3
nor2_1              4
nor2_4             33
nor2b_4             4
nor3_1             64
nor3b_2             2
or2_2               3
or3b_1              2
==> final cells by class <==
cell class              count  area (um^2)  area share (%)
multi-input cells        5165        29700            50.8
clock buffers             164         3390            5.81
repair buffers            282         2500            4.27
well taps                1380         1730            2.96
clock inverters            47          629            1.08
diodes                      3         7.51          0.0128
flip-flops and latches   1024        20500            35.1
==> report_power, final <==
part	switching [mW]	total, mW	internal (mW)	leakage, nW
Combinational	0.103	0.156	0.0531	11.8
Clock	0.252	0.635	0.383	2.00
Sequential	0.00873	0.594	0.585	8.27
==> through the flow <==
stage / power, mW / setup slack (ns) / hold WS [ns] / utilization, % / std cells
floorplan: 0.697 / 41.54 / 0.448 / - / 6843
global placement: 0.756 / 38.41 / 0.454 / 52.2 / 7851
detailed placement: 0.757 / 38.42 / 0.459 / 52.2 / 7851
CTS: 1.38 / 38.42 / 0.467 / 56.0 / 8062
global route: 1.42 / 38.12 / 0.481 / 56.0 / 8062
finish: 1.39 / 38.18 / 0.465 / 56.1 / 8065
==> cell families (layout without fill, tap and decap cells) <==
group	Yosys count	count (layout)	share of synthesized area [%]
simple gates	2576	2576	19.4
compound gates	1565	1565	16.8
mux	1024	1024	19.4
flops	1024	1024	38.8
buf+inv	654	493	5.69
other cells	0	3	0
==> path summary, 6_finish.rpt <==
kind | slack, ns | startpoint | to | cells after the start
setup / recovery | 38.18 | RA2[2] | RD2[21] | 9
hold / removal | 0.47 | RF[7][28] | RF[7][28] | 2
setup reg to reg | 70.50 | RF[23][12] | RF[23][12] | 2
hold reg to reg | 0.47 | RF[7][28] | RF[7][28] | 2
==> per-layer routing <==
layer	GRT usage, %	part of all wire [%]	routed length (um)	vias to the layer above
met1	56.5	40	84600	23832
met5	0	0.033	69	-
li1	-	-	-	22945
met4	14.6	4.6	9580	10
met3	13.1	12	25700	594
met2	57.4	43	90100	2714
==> Yosys cell counts (all sizes together) <==
cell type,count
and2,35
or3b,2
or2,4
nand2,2213
nand2b,4
mux2i,1024
nand3b,3
buf,372
or3,1
nor3b,2
nand3,200
and3,3
a21o,1
nor3,65
dfxtp,1024
a21oi,1180
a22oi,192
nor2,37
nor2b,4
clkbuf,282
a22o,128
a31oi,64
and3b,3
==> worst max-delay path, delay by kind of cell <==
kind,cells,cell delay [ns]
buffers and inverters,5,2.94
AOI/OAI and AO/OA,2,0.84
and+or+nand+nor,2,0.60
No activity file was given, so power comes from the tool's default toggle rates.
